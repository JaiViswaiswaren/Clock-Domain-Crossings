==> ./config.mk <==
export PLATFORM = sky130hd
export DESIGN_NAME = ASYNC_FIFO
export DESIGN_NICKNAME = ASYNC_FIFO
export VERILOG_FILES = /design/flow/design.v
export SDC_FILE = /design/flow/constraint.sdc
export NUM_CORES = 4
export LEC_CHECK = 1
export CORE_UTILIZATION = 30
==> ./constraint.sdc <==
current_design ASYNC_FIFO

set clk_period 3.0
set clk_io_pct 0.2

create_clock -name clk0 -period $clk_period [get_ports {rclk}]
create_clock -name clk1 -period $clk_period [get_ports {wclk}]

set non_clock_inputs [all_inputs -no_clocks]
set_input_delay [expr $clk_period * $clk_io_pct] -clock clk0 $non_clock_inputs
set_output_delay [expr $clk_period * $clk_io_pct] -clock clk0 [all_outputs]
==> ./run.sh <==
#!/bin/bash
# OpenROAD 26Q1-2900-gdf79404cd8, Yosys 0.63+post, stock flow scripts
make -C /OpenROAD-flow-scripts/flow DESIGN_CONFIG=/design/flow/config.mk WORK_HOME=/design/flow/orfs finish
==> ./design.v <==
`timescale 1ns/1ps
`timescale 1ns/1ps
module DUAL_FF_SYNC(
  input  logic clk, rst_n,
  input  logic [3:0] d_in,
  output logic [3:0] q_out
);
  logic [3:0] q1;
  always_ff @(posedge clk or negedge rst_n) begin
    if (!rst_n) begin
      q1 <= 0;
      q_out <= 0;
    end else begin
      q1 <= d_in;
      q_out <= q1;
    end
  end
endmodule
`timescale 1ns/1ps
module WPTR(
  input  logic wclk, wrst_n, w_en,
  input  logic [3:0] g_rptr_sync,
  output logic [3:0] b_wptr, g_wptr,
  output logic full
);
  logic [3:0] b_wptr_next;
  assign b_wptr_next = b_wptr + (w_en && !full);
  assign g_wptr = (b_wptr >> 1) ^ b_wptr;
  always_ff @(posedge wclk or negedge wrst_n) begin
    if (!wrst_n) begin
      b_wptr <= 0;
    end else begin
      b_wptr <= b_wptr_next;
    end
  end
  assign full = (g_wptr[3:2] != g_rptr_sync[3:2]) && (g_wptr[1:0] == g_rptr_sync[1:0]);
endmodule
`timescale 1ns/1ps
module RPTR(
  input  logic rclk, rrst_n, r_en,
  input  logic [3:0] g_wptr_sync,
  output logic [3:0] b_rptr, g_rptr,
  output logic empty
);
  logic [3:0] b_rptr_next;
  assign b_rptr_next = b_rptr + (r_en && !empty);
  assign g_rptr = (b_rptr >> 1) ^ b_rptr;
  always_ff @(posedge rclk or negedge rrst_n) begin
    if (!rrst_n) begin
      b_rptr <= 0;
    end else begin
      b_rptr <= b_rptr_next;
    end
  end
  assign empty = (g_rptr == g_wptr_sync);
endmodule
`timescale 1ns/1ps
module ASYNC_FIFO(
  input  logic wclk, rclk,
  input  logic wrst_n, rrst_n,
  input  logic wen, ren,
  input  logic [7:0] data_in,
  output logic [7:0] data_out,
  output logic full, empty
);
  logic [7:0] mem [0:7];
  logic [3:0] b_wptr, g_wptr;
  logic [3:0] b_rptr, g_rptr;
  logic [3:0] g_rptr_sync;  
  logic [3:0] g_wptr_sync;  
  WPTR wptr_inst (
    .wclk(wclk),
    .wrst_n(wrst_n),
    .w_en(wen),
    .g_rptr_sync(g_rptr_sync),
    .b_wptr(b_wptr),
    .g_wptr(g_wptr),
    .full(full)
  );
  RPTR rptr_inst (
    .rclk(rclk),
    .rrst_n(rrst_n),
    .r_en(ren),
    .g_wptr_sync(g_wptr_sync),
    .b_rptr(b_rptr),
    .g_rptr(g_rptr),
    .empty(empty)
  );
  DUAL_FF_SYNC sync_w2r (
    .clk(rclk),
    .rst_n(rrst_n),
    .d_in(g_wptr),
    .q_out(g_wptr_sync)
  );
  DUAL_FF_SYNC sync_r2w (
    .clk(wclk),
    .rst_n(wrst_n),
    .d_in(g_rptr),
    .q_out(g_rptr_sync)
  );
  always_ff @(posedge wclk) begin
    if (wen && !full)
      mem[b_wptr[2:0]] <= data_in;
  end
  always_ff @(posedge rclk) begin
    if (ren && !empty)
      data_out <= mem[b_rptr[2:0]];
  end
endmodule
==> impl_metrics.yaml <==
# implementation run metrics
final_timing:
  max_slew_margin_pct: 64.0
  fin_setup_tns_ns: 0
  final-setup-viol-count: 0
  worst_pin_slew_ns: 0.541
  grt_setup_unrepaired: "no"
  final-max-slew-violation-count: 0
  finalHoldViolations: 0
  finalClockSkew_ns: 0.00757
setup_path:
  critical_path_required_ns: 2.40
  critical_path.max_fanout: 6
  timing.critical_path.cells: "inv_1, ha_1, xnor2_1, and3_1, clkdlybuf4s50_1"
  slowest_stage_delay_cp_ns: 0.46
  startpoint_types: "register"
  setup.worst_path.end_class: "primary output"
  timing.critical_path.arrival_ns: 2.15
  setup.worst_path.class: "reg -> out"
  cpMaxStageDelayCell: "sky130_fd_sc_hd__dfrtp_1"
detailed_routing:
  remaining_drc_errors: 0
  drt_first_iter_violations: 47
  route.detailed.wl_per_inst_um: 15.7
  route.met2.wl_um: 3200
  firstDrtPassIters: 4
  met1_length_um: 2370
  num_vias: 1757
  maxUsedRoutingLayer: "met4"
  route.final.wire_length_um: 6300
  antenna_cells_inserted: 0
  antenna_violating_nets_post_route: 0
  vias_per_cell: 4.39
  met3RoutedLength_um: 618
die:
  fp-row-count: 40
  floorplan.io_pins: 24
  floorplan.die.width_um: 114
  initCoreUtil_pct: 30.9
  die_h_um: 114
  dieArea_sq_um: 12900
  core-area_sq_um: 12100
synthesis:
  yosysCellCount: 184
  yosys-top-cells-area: "sky130_fd_sc_hd__edfxtp_1 (58%), sky130_fd_sc_hd__dfrtp_1 (16%), sky130_fd_sc_hd__mux4_1 (11%)"
  ys_chip_area_sq_um: 3750
  synthesized_instance_count: 184
  synth_flops: 96
  yosysTopAreaCellShare_pct: 57.7
  synth-main-ff-cell: "sky130_fd_sc_hd__edfxtp_1"
  synth_cell_types: 23
  synth-edff-count: 72
  post_synth_most_frequent_cells: "sky130_fd_sc_hd__edfxtp_1 (72), sky130_fd_sc_hd__dfrtp_1 (24), sky130_fd_sc_hd__mux4_1 (16)"
  synth.largest_area_cell: "sky130_fd_sc_hd__edfxtp_1"
  synth-seq-area-share_pct: 73.7
  ys_warn_count: 4
  async_reset_ff_share_pct: 25.0
  synth.cell_area_sq_um: 3750
  most_frequent_cell_after_synthesis: "sky130_fd_sc_hd__edfxtp_1"
  synth_area_per_cell_sq_um: 20.4
global_routing:
  grt_max_degree: 19
  total_global_route_track_usage_pct: 11.1
  antenna_found_initial: 0
  grt_first_pass_wirelength_um: 9800
  grt-ovfl-total: 0
  via_count_of_the_first_global_routing_pass: 1822
clock_tree:
  cts_post_setup_buffers_inserted: 0
  worst_setup_hold_path_clk_slew_ns: 0.06
  post_cts_hold_fix_bufs: 0
  number_of_gates_resized_after_cts: 0
  cts_tree: "built"
  cts.sinks: 96
job:
  number_of_openroad_warnings: 29
  max_cap_violations: 0
layout:
  synthToLayoutAreaGrowth_pct: 23.6
  finalCoreUtilization_pct: 38.2
  drive_gt1_share_pct: 17.2
placement:
  hpwl_after_dpl_um: 3910
  place.gp.congestion: 0.760
  io_buffers: 22
power_and_ir_drop:
  peakVddDrop_mv: 0.358
  power_per_cell_area_nw_per_um2: 1050
  power.leakage_uw: 0.00170
run_status:
  run_status: "finished, final reports clean"
hold_path:
  hold_path_class: "reg -> reg"
## state kept, by name, summed over array words and instances, names as in the netlist
signal / count
data_out: 8
mem: 64
rptr_inst.b_rptr: 4
sync_r2w.q1: 4
sync_r2w.q_out: 4
sync_w2r.q1: 4
sync_w2r.q_out: 4
wptr_inst.b_wptr: 4
## per-layer routing
metal	vias up	track usage [%]
li1	818	-
met1	858	13.4
met2	71	18.1
met3	10	6.23
met4	0	2.02
met5	-	0
## final timing paths
kind                            slack, ns             endpoint                 from  cells after the start
worst max-delay path                 0.25                 full  wptr_inst.b_wptr[1]                      5
worst min register to register       0.35    sync_w2r.q_out[3]       sync_w2r.q1[3]                      0
worst min-delay path                 0.35    sync_w2r.q_out[3]       sync_w2r.q1[3]                      0
max in group clk1                    0.98            mem[1][2]  wptr_inst.b_wptr[1]                      6
max in group asynchronous            1.95  rptr_inst.b_rptr[3]               rrst_n                      1
worst max register to register       0.84  rptr_inst.b_rptr[2]  rptr_inst.b_rptr[1]                      6
min in group asynchronous            0.62  wptr_inst.b_wptr[0]               wrst_n                      1
min in group clk1                    0.35    sync_r2w.q_out[3]       sync_r2w.q1[3]                      0
## logic make-up (layout without fill, tap and decap cells)
kind of cell             Yosys count  count (layout)  synth area share, %
XOR/XNOR                          15              15                 3.51
AND-OR/OR-AND                     10              10                 1.47
AND/OR/NAND/NOR                   19              19                 2.47
buffers and inverters              9              57                 1.64
multiplexers                      26              26                 14.2
adder cells (fa/ha/maj)            9               9                 3.01
flip-flops                        96              96                 73.7
## critical path: cells and delay by family, from the launching register on
kind                     cells  cell delay, ns
XOR/XNOR                     1            0.26
adder cells (fa/ha/maj)      1            0.33
buffers and inverters        2            0.55
flip-flops                   1            0.46
AND/OR/NAND/NOR              1            0.21
## layout by cell type (no fill, tap or decap), drive strengths merged
cell type,instances
mux2,8
bufinv,1
nor3,1
edfxtp,72
and3,1
o31a,1
a31oi,1
clkinv,1
a21oi,8
buf,12
xor2,10
mux2i,2
clkbuf,13
nand2,6
nor2,2
xnor2,5
nor2b,2
ha,9
inv,8
clkdlybuf4s50,22
dfrtp,24
nand3,4
and2,3
mux4,16
## power by group
group	internal [uW]	leakage [uW]	total [uW]	switching, uW
Clock	900	0.000206	1460	560
Sequential	1860	0.000940	2030	175
Combinational	723	0.000552	1350	631
Total	3480	0.00170	4850	1370
## metrics by stage
| stage | hold slack [ns] | setup WS [ns] | cell area, sq um | power [uW] | std cells |
|---|---|---|---|---|---|
| 2_1_floorplan | 0.304 | 1.01 | 3750 | 2930 | 184 |
| 3_5_place_dp | 0.340 | 0.615 | 4220 | 3440 | 380 |
| 4_1_cts | 0.353 | 0.223 | 4630 | 4920 | 400 |
| 6_report | 0.349 | 0.254 | 4630 | 4850 | 400 |
| 3_3_place_gp | 0.335 | 0.656 | 4220 | 3420 | 380 |
| 5_1_grt | 0.356 | 0.115 | 4630 | 5130 | 400 |
## layout make-up
type                       count  area (sq um)
tap                          168           210
sequential                    96          2760
multi-input combinational     79           922
fill                        1120          7480
timing repair buffer          34           310
clock inverter                 7          90.1
clock buffer                  13           325
inverter                       3          11.3
Power is estimated from default activity; no workload was simulated.
